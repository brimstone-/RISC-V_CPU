**./config.mk**
```make
export PLATFORM = sky130hd
export DESIGN_NAME = line_adapter
export DESIGN_NICKNAME = line_adapter
export VERILOG_FILES = /design/flow/design.v
export SDC_FILE = /design/flow/constraint.sdc
export NUM_CORES = 4
export LEC_CHECK = 1
export CORE_AREA = 10 10 264 264
export DIE_AREA = 0 0 274 274
```
**./constraint.sdc**
```tcl
current_design line_adapter

set clk_period 2.5
set clk_io_pct 0.2

create_clock -name clk0 -period $clk_period

set non_clock_inputs [all_inputs -no_clocks]
set_input_delay [expr $clk_period * $clk_io_pct] -clock clk0 $non_clock_inputs
set_output_delay [expr $clk_period * $clk_io_pct] -clock clk0 [all_outputs]
```
**./design.v**
```verilog
package rv32i_types;
typedef enum bit [6:0] {
    op_lui   = 7'b0110111,  
    op_auipc = 7'b0010111,  
    op_jal   = 7'b1101111,  
    op_jalr  = 7'b1100111,  
    op_br    = 7'b1100011,  
    op_load  = 7'b0000011,  
    op_store = 7'b0100011,  
    op_imm   = 7'b0010011,  
    op_reg   = 7'b0110011,  
    op_csr   = 7'b1110011   
} rv32i_opcode;
typedef enum bit [2:0] {
    beq  = 3'b000,
    bne  = 3'b001,
    blt  = 3'b100,
    bge  = 3'b101,
    bltu = 3'b110,
    bgeu = 3'b111
} branch_funct3_t;
typedef enum bit [2:0] {
    lb  = 3'b000,
    lh  = 3'b001,
    lw  = 3'b010,
    lbu = 3'b100,
    lhu = 3'b101
} load_funct3_t;
typedef enum bit [2:0] {
    sb = 3'b000,
    sh = 3'b001,
    sw = 3'b010
} store_funct3_t;
typedef enum bit [2:0] {
    add  = 3'b000,  
    sll  = 3'b001,
    slt  = 3'b010,
    sltu = 3'b011,
    axor = 3'b100,
    sr   = 3'b101,  
    aor  = 3'b110,
    aand = 3'b111
} arith_funct3_t;
typedef enum bit [2:0] {
    alu_add = 3'b000,
    alu_sll = 3'b001,
    alu_sra = 3'b010,
    alu_sub = 3'b011,
    alu_xor = 3'b100,
    alu_srl = 3'b101,
    alu_or  = 3'b110,
    alu_and = 3'b111
} alu_ops;
typedef enum bit [7:0] {
   icache_hit       = 8'h00,
   icache_miss      = 8'h04,
   dcache_hit       = 8'h08,
   dcache_miss      = 8'h0c,
   l2_hit           = 8'h10,
   l2_miss          = 8'h14,
   ewb_writes       = 8'h18,
   branch_total     = 8'h1c,
   branch_incorrect = 8'h20,
   prefetch_hit     = 8'h24,
   prefetch_read    = 8'h28
} counter_addr;
typedef struct packed {
	rv32i_opcode opcode;
	alu_ops aluop;
	logic [2:0] regfilemux_sel;
	logic load_regfile;
	branch_funct3_t cmpop;
	logic [3:0] mem_byte_enable;
	logic write;
	logic read_b;
	logic pcmux_sel;
	logic alumux1_sel;
	logic [2:0] alumux2_sel;
	logic cmpmux_sel;
	logic [1:0] store_type;
	logic [1:0] load_type;
	logic load_unsigned;
} rv32i_control_word;
typedef struct packed {
	logic [31:0] i_imm;
	logic [31:0] s_imm;
	logic [31:0] b_imm;
	logic [31:0] u_imm;
	logic [31:0] j_imm;
	logic [4:0] rd;
	logic [31:0] rs1;
	logic [4:0] rs1_num;
	logic [31:0] rs2;
	logic [4:0] rs2_num;
	logic [31:0] pc;
	rv32i_control_word ctrl;
	logic [31:0] alu;
	logic [31:0] br;
	logic valid;
	logic [2:0] funct3;
} stage_regs;
typedef struct packed {
	logic [31:0] mem_address;
	logic [31:0] mem_byte_enable;
	logic [255:0] mem_wdata;
	logic valid;
	logic mem_write;
	logic mem_read;
} cache_regs;
typedef struct packed {
	logic [4:0] bhr;
	logic taken;
	logic [31:0] btb_address;
} predict_regs;
typedef logic [31:0] rv32i_word;
typedef logic [4:0] rv32i_reg;
typedef logic [3:0] rv32i_mem_wmask;
endpackage : rv32i_types
module line_adapter
(
    output [255:0] mem_wdata256,
    input [255:0] mem_rdata256,
    input [31:0] mem_wdata,
    output [31:0] mem_rdata,
    input [3:0] mem_byte_enable,
    output logic [31:0] mem_byte_enable256,
    input [31:0] resp_address,
    input [31:0] address
);
assign mem_wdata256 = {8{mem_wdata}};
assign mem_rdata = mem_rdata256[(32*resp_address[4:2]) +: 32];
assign mem_byte_enable256 = {28'h0, mem_byte_enable} << (address[4:2]*4);
endmodule : line_adapter
```
**./run.sh**
```bash
#!/bin/bash
# OpenROAD 26Q1-2900-gdf79404cd8, Yosys 0.63+post, stock flow scripts
make -C /OpenROAD-flow-scripts/flow DESIGN_CONFIG=/design/flow/config.mk WORK_HOME=/design/flow/orfs finish
```
==> flow_results.xml <==
<?xml version="1.0" encoding="UTF-8"?>
<metrics>
  <group name="worst_setup_path">
    <metric name="timing_worst_setup_path_type" unit="">in -&gt; out</metric>
    <metric name="start_kind" unit="">primary input</metric>
    <metric name="timing.critical_path.to_type" unit="">primary output</metric>
    <metric name="cp.arrival" unit="ns">2.05</metric>
    <metric name="worstPathMaxFanout" unit="">1</metric>
    <metric name="timing.critical_path.from" unit="">mem_rdata256[236]</metric>
    <metric name="required" unit="ns">2.00</metric>
  </group>
  <group name="routing">
    <metric name="routedWlPerCell" unit="um">15.15</metric>
    <metric name="drt.antenna.violating_nets" unit="">0</metric>
    <metric name="drc" unit="">0</metric>
    <metric name="wl_met2" unit="um">9859</metric>
    <metric name="vias_post_dr" unit="">3378</metric>
    <metric name="post_drt_via_cell_ratio" unit="">2.462</metric>
    <metric name="detail_route.first_pass.iterations" unit="">4</metric>
    <metric name="route.met3.wl" unit="um">4184</metric>
    <metric name="top_metal_used" unit="">met4</metric>
    <metric name="total_routed_wire_length_on_the_met1_layer" unit="um">6102</metric>
    <metric name="drt_iter0_markers" unit="">78</metric>
    <metric name="postRouteWirelength" unit="um">20790</metric>
    <metric name="antenna_cells" unit="">0</metric>
  </group>
  <group name="sta">
    <metric name="fmaxAchievable" unit="MHz">392.0</metric>
    <metric name="final_min_period_over_clock_period" unit="%">102.0</metric>
    <metric name="setup-tns-final" unit="ns">-0.1026</metric>
    <metric name="report.final.setup_viol" unit="">3</metric>
    <metric name="slew-limit-headroom" unit="%">79.37</metric>
    <metric name="fin_crit" unit="ns">2.551</metric>
    <metric name="setup_slack" unit="ns">-0.05084</metric>
    <metric name="drv_slew" unit="">0</metric>
    <metric name="worst_slew_pin_slew" unit="ns">0.3094</metric>
    <metric name="grt_setup_unrepaired" unit="">true</metric>
    <metric name="hold_violations" unit="">0</metric>
  </group>
  <group name="logic_synthesis">
    <metric name="yosysSeqAreaShare" unit="%">0</metric>
    <metric name="yosys.area.top_type_share" unit="%">45.81</metric>
    <metric name="post_synth_num_cell_types" unit="">12</metric>
    <metric name="synth.top_cells.by_count" unit="">buf_4, mux4_1, mux2_2, nor2_1, mux4_2</metric>
    <metric name="yosys.area.top_type" unit="">buf_4</metric>
    <metric name="ys.warnings.count" unit="">0</metric>
    <metric name="synth_area_per_cell" unit="sq um">10.06</metric>
    <metric name="ys_cells" unit="">417</metric>
    <metric name="synth.cell_area" unit="sq um">4195</metric>
    <metric name="postSynthCellCount" unit="">417</metric>
    <metric name="synth.most_common_cell" unit="">buf_4</metric>
    <metric name="synth_chip_area" unit="sq um">4195</metric>
    <metric name="ys_top_cells_by_area" unit="">buf_4, mux4_1, mux4_2</metric>
  </group>
  <group name="status">
    <metric name="violations" unit="">setup timing</metric>
    <metric name="outcome" unit="">finished, violations left</metric>
  </group>
  <group name="cells_and_area">
    <metric name="n_sequential_cell" unit="">0</metric>
    <metric name="finished_layout_cell_area" unit="sq um">7086</metric>
    <metric name="post_route_cells_drive_above_1_share" unit="%">28.43</metric>
    <metric name="ff_latch_area" unit="sq um">0</metric>
    <metric name="finalNonFillerCells" unit="">1372</metric>
    <metric name="nClkBuffers" unit="">0</metric>
    <metric name="area_growth_syn_to_layout" unit="%">68.89</metric>
  </group>
  <group name="floorplan">
    <metric name="die-area" unit="sq um">75080</metric>
    <metric name="core_area" unit="sq um">64120</metric>
    <metric name="core.rowCount" unit="">93</metric>
    <metric name="die_height" unit="um">274</metric>
    <metric name="chipWidth" unit="um">274</metric>
    <metric name="io_pins" unit="">676</metric>
    <metric name="floorplan.core_util" unit="%">6.543</metric>
  </group>
  <group name="placement">
    <metric name="postPlaceCellArea" unit="sq um">6750</metric>
    <metric name="place_worst_setup_slack" unit="ns">-0.2383</metric>
    <metric name="placed_cell_count" unit="">1349</metric>
    <metric name="portBuffers" unit="">330</metric>
    <metric name="finalWeightedCongestion" unit="">0.8721</metric>
    <metric name="detailedPlacementHpwl" unit="um">17440</metric>
  </group>
  <group name="pwr">
    <metric name="total_leakage_power" unit="nW">2.522</metric>
    <metric name="p_per_area" unit="nW/um^2">148.5</metric>
    <metric name="max_ir_drop_vdd" unit="mV">0.09796</metric>
  </group>
  <group name="global_route">
    <metric name="grt_start_max_net_pins" unit="">33</metric>
    <metric name="gr-usage-all-layers" unit="%">5.055</metric>
    <metric name="vias_in_the_first_global_route" unit="">4002</metric>
    <metric name="grt-ovfl-total" unit="">0</metric>
    <metric name="antenna_found_initial" unit="">1</metric>
    <metric name="grt_pass1_wl" unit="um">27550</metric>
  </group>
  <group name="min_path">
    <metric name="hp-class" unit="">in -&gt; out</metric>
    <metric name="hold-path-endpoint" unit="">mem_wdata256[107]</metric>
    <metric name="hold-path-cell-count" unit="">0</metric>
    <metric name="hold_path.startpoint" unit="">mem_wdata[11]</metric>
  </group>
  <group name="flow_run">
    <metric name="warning_count" unit="">92</metric>
    <metric name="maxCapViolations" unit="">0</metric>
  </group>
  <group name="clock_network">
    <metric name="cts_hold_repair.buffers" unit="">0</metric>
  </group>
</metrics>
[through the flow]
step | power, mW | util [%] | hold WS (ns)
2_1_floorplan | 0.5398 | - | 1.066
3_3_place_gp | 0.9831 | 10.53 | 1.000
3_5_place_dp | 0.9832 | 10.53 | 1.000
5_1_grt | 1.122 | 11.05 | 1.000
4_1_cts | 1.034 | 10.79 | 1.000
6_report | 1.052 | 11.05 | 1.000
[critical path, stage by stage]
cell and delay [ns]:
clkdlybuf4s50_1 0.41, mux4_2 0.46, mux2_2 0.27, clkdlybuf4s50_1 0.41
[power by group]
| part | total [mW] | switching (mW) | internal (mW) |
|---|---|---|---|
| Combinational | 1.05 | 0.276 | 0.777 |
| Sequential | 0 | 0 | 0 |
| Clock | 0 | 0 | 0 |
[cells by family after synthesis]
family / count (synthesis) / share of synthesized area [%]
buffers and inverters: 277 / 49.12
AND/OR/NAND/NOR: 44 / 4.355
multiplexers: 96 / 46.53
[metal layers]
| metal | vias up | GRT usage, % |
|---|---|---|
| met3 | 35 | 3.815 |
| met4 | 0 | 1.330 |
| met5 | - | 0 |
| met1 | 1459 | 4.382 |
| met2 | 467 | 8.949 |
| li1 | 1417 | - |
[cell type report]
type,instances,area (sq um)
Fill cell,7296,57030
Multi-Input combinational cell,140,2125
Tap cell,855,1070
Timing Repair Buffer,377,3891
[worst max path at each step]
stage / slack (ns) / cells past startpoint / end
global route: -0.10 / 7 / mem_rdata[25]
CTS: -0.18 / 6 / mem_rdata[20]
finish: -0.05 / 4 / mem_rdata[12]
[placed cells by master (no fill, tap or decap), types with 4 or more instances in the layout]
| master | netlist | routed |
|---|---|---|
| dlymetal6s2s_1 | 0 | 13 |
| nand2b_1 | 6 | 4 |
| buf_16 | 0 | 5 |
| buf_8 | 0 | 6 |
| dlygate4sd2_1 | 0 | 24 |
| clkdlybuf4s50_1 | 0 | 276 |
| mux2_4 | 0 | 21 |
| buf_6 | 7 | 12 |
| nand2_1 | 5 | 4 |
| mux2_2 | 32 | 11 |
| nor2_1 | 32 | 32 |
| buf_4 | 256 | 19 |
| buf_2 | 6 | 7 |
| mux4_1 | 40 | 11 |
| clkdlybuf4s15_1 | 0 | 6 |
| buf_12 | 0 | 6 |
| mux4_2 | 24 | 53 |
[repair_timing]
item | CTS | global route
endpoints found under the setup margin | 37 | 43
resized | 114 | 57
gates cloned | 2 | 1
buffers inserted | 13 | 14
No activity file was given, so power comes from the tool's default toggle rates.
