[flow/design.v]
package rv32i_types;
typedef enum bit [6:0] {
    op_lui   = 7'b0110111,  
    op_auipc = 7'b0010111,  
    op_jal   = 7'b1101111,  
    op_jalr  = 7'b1100111,  
    op_br    = 7'b1100011,  
    op_load  = 7'b0000011,  
    op_store = 7'b0100011,  
    op_imm   = 7'b0010011,  
    op_reg   = 7'b0110011,  
    op_csr   = 7'b1110011   
} rv32i_opcode;
typedef enum bit [2:0] {
    beq  = 3'b000,
    bne  = 3'b001,
    blt  = 3'b100,
    bge  = 3'b101,
    bltu = 3'b110,
    bgeu = 3'b111
} branch_funct3_t;
typedef enum bit [2:0] {
    lb  = 3'b000,
    lh  = 3'b001,
    lw  = 3'b010,
    lbu = 3'b100,
    lhu = 3'b101
} load_funct3_t;
typedef enum bit [2:0] {
    sb = 3'b000,
    sh = 3'b001,
    sw = 3'b010
} store_funct3_t;
typedef enum bit [2:0] {
    add  = 3'b000,  
    sll  = 3'b001,
    slt  = 3'b010,
    sltu = 3'b011,
    axor = 3'b100,
    sr   = 3'b101,  
    aor  = 3'b110,
    aand = 3'b111
} arith_funct3_t;
typedef enum bit [2:0] {
    alu_add = 3'b000,
    alu_sll = 3'b001,
    alu_sra = 3'b010,
    alu_sub = 3'b011,
    alu_xor = 3'b100,
    alu_srl = 3'b101,
    alu_or  = 3'b110,
    alu_and = 3'b111
} alu_ops;
typedef enum bit [7:0] {
   icache_hit       = 8'h00,
   icache_miss      = 8'h04,
   dcache_hit       = 8'h08,
   dcache_miss      = 8'h0c,
   l2_hit           = 8'h10,
   l2_miss          = 8'h14,
   ewb_writes       = 8'h18,
   branch_total     = 8'h1c,
   branch_incorrect = 8'h20,
   prefetch_hit     = 8'h24,
   prefetch_read    = 8'h28
} counter_addr;
typedef struct packed {
	rv32i_opcode opcode;
	alu_ops aluop;
	logic [2:0] regfilemux_sel;
	logic load_regfile;
	branch_funct3_t cmpop;
	logic [3:0] mem_byte_enable;
	logic write;
	logic read_b;
	logic pcmux_sel;
	logic alumux1_sel;
	logic [2:0] alumux2_sel;
	logic cmpmux_sel;
	logic [1:0] store_type;
	logic [1:0] load_type;
	logic load_unsigned;
} rv32i_control_word;
typedef struct packed {
	logic [31:0] i_imm;
	logic [31:0] s_imm;
	logic [31:0] b_imm;
	logic [31:0] u_imm;
	logic [31:0] j_imm;
	logic [4:0] rd;
	logic [31:0] rs1;
	logic [4:0] rs1_num;
	logic [31:0] rs2;
	logic [4:0] rs2_num;
	logic [31:0] pc;
	rv32i_control_word ctrl;
	logic [31:0] alu;
	logic [31:0] br;
	logic valid;
	logic [2:0] funct3;
} stage_regs;
typedef struct packed {
	logic [31:0] mem_address;
	logic [31:0] mem_byte_enable;
	logic [255:0] mem_wdata;
	logic valid;
	logic mem_write;
	logic mem_read;
} cache_regs;
typedef struct packed {
	logic [4:0] bhr;
	logic taken;
	logic [31:0] btb_address;
} predict_regs;
typedef logic [31:0] rv32i_word;
typedef logic [4:0] rv32i_reg;
typedef logic [3:0] rv32i_mem_wmask;
endpackage : rv32i_types
module data_array #(
    parameter s_offset = 5,
    parameter s_index = 3,
	 parameter s_mask   = 2**s_offset,
	 parameter s_line   = 8*s_mask,
	 parameter num_sets = 2**s_index
)
(
    input clk,
	 input read,
    input [s_mask-1:0] write_en,
    input [s_index-1:0] index,
    input [s_line-1:0] datain,
    output logic [s_line-1:0] dataout
);
logic [s_line-1:0] data [num_sets-1:0]  ;
assign dataout = data[index];
initial
begin
    for (int i = 0; i < num_sets; i++)
    begin
        data[i] = 1'b0;
    end
end
always_ff @(posedge clk)
begin
    for (int i = 0; i < s_mask; i++)
    begin
		data[index][8*i +: 8] <= write_en[i] ? datain[8*i +: 8] : data[index][8*i +: 8];
    end
end
endmodule : data_array
[flow/run.sh]
#!/bin/bash
# OpenROAD 26Q1-2900-gdf79404cd8, Yosys 0.63+post, stock flow scripts
make -C /OpenROAD-flow-scripts/flow DESIGN_CONFIG=/design/flow/config.mk WORK_HOME=/design/flow/orfs finish
[flow/config.mk]
export PLATFORM = sky130hd
export DESIGN_NAME = data_array
export DESIGN_NICKNAME = data_array
export VERILOG_FILES = /design/flow/design.v
export SDC_FILE = /design/flow/constraint.sdc
export NUM_CORES = 4
export LEC_CHECK = 1
export CORE_UTILIZATION = 30
[flow/constraint.sdc]
current_design data_array

set clk_period 74.5
set clk_io_pct 0.2

create_clock -name clk0 -period $clk_period [get_ports {clk}]

set non_clock_inputs [all_inputs -no_clocks]
set_input_delay [expr $clk_period * $clk_io_pct] -clock clk0 $non_clock_inputs
set_output_delay [expr $clk_period * $clk_io_pct] -clock clk0 [all_outputs]
==> flow_metrics.tcl <==
# place-and-route summary
set metrics [dict create \
    status "completed" \
    slew_headroom_pct 46.6 \
    power.switching_uw 556 \
    worstPathRequired_ns 59.60 \
    synth-cells-yosys 3642 \
    hold_violations 0 \
    slew_viol_final 0 \
    r2r-end "data[7][211]" \
    cts-htree-levels 4 \
    routed-via-count 38400 \
    clk_path_buf_depth 3 \
    die-width_um 522 \
    routedWlPerCell_um 23.1 \
    post-route-util_pct 36.4 \
    top_cells_by_area "sky130_fd_sc_hd__edfxtp_1 (76%), sky130_fd_sc_hd__mux4_2 (14%), sky130_fd_sc_hd__mux2_2 (6.0%)" \
    top_cell_area_share_pct 75.8 \
    yosys_warnings 1 \
    final_min_period_over_clock_period_pct 45.3 \
    setup_viol 0 \
    setup.worst_path.class "input pin to output port" \
    drt_drc_violations_left 0 \
    rows 190 \
    via_count_of_the_first_global_routing_pass 42000 \
    log.warning_count 33 \
    layout_top_cell "sky130_fd_sc_hd__edfxtp_1" \
    cts_buffers 209 \
    post_synth.cell_area_avg_sq_um 22.3 \
    worst_ep_arrival_time_ns 18.83 \
    global_route.usage.total_pct 14.6 \
    largest_registers "data x2048" \
    initialDrtViolationCount 1672 \
    min-delay-path-class "register to register" \
    crit_path_max_incr_delay_ns 0.73 \
    area.growth.synth_to_final_pct 20.3 \
    r2r_setup_slack_ns 72.62 \
    ys_seq_elements 2048 \
    cts_setup_buffers 0 \
    synth.largest_area_cell "sky130_fd_sc_hd__edfxtp_1" \
    design.core.area_sq_um 268000 \
    hold_critical_path_endpoint "data[6][41]" \
    grt_setup_unrepaired "no" \
    ff2ff_path_depth 3 \
    fp-utilization_pct 30.2 \
    fin_tns_setup_ns 0 \
    timing.critical_path.from_type "input pin" \
    postRouteAntennaNets 0 \
    power.share.combinational_pct 8.5 \
    placement.io_buffers 547 \
    min-delay-start "data[5][41]" \
    fp.dieArea_sq_um 273000 \
    instance_count_of_the_mapped_netlist 3642 \
    final_period_minus_worst_setup_slack_ns 33.73 \
    synth_chip_area_sq_um 81100 \
    ys_seq_share_pct 75.8 \
    first_pass_grt_wire_length_um 272000 \
    cts.sink_count 2048 \
    grt_max_degree 139 \
    cap_viol_max_count 0 \
    max_clock_freq_ghz 0.0296 \
    power.switching_fraction_pct 21.7 \
    worstHoldPathCells 3 \
    fin_worst_hold_slack_ns 0.990 \
    pwr-share-clk_pct 39.2 \
    cts.reportedPaths.clkPinSlew_ns 0.06 \
    flip_flop_count_of_the_largest_register_all_copies_and_words_added 2048 \
    detailedPlacementHpwl_um 108000 \
    crit_chain "buf_8 -> buf_12 -> buf_4 -> buf_4 -> nand2_1 -> mux4_2 -> nand2_1 -> clkdlybuf4s50_1" \
    share_seq_of_total_power_pct 52.4 \
    yosysUniqueCellTypes 17 \
    rr_startpoint "data[6][211]" \
    regMostFlops "data" \
    clkLatencyLatePin_ns 0.85 \
    tritoncts "done" \
    clock_root_cell "sky130_fd_sc_hd__clkbuf_16" \
    slew_at_the_pin_with_the_worst_max_slew_slack_ns 0.802 \
    cts_repair_resize_count 0 \
    worst_ir_drop_vdd_v 0.0000224 \
    grt.overflow.total 0 \
    cellPowerDensity_nw_per_um2 26.3 \
    antenna_found_initial 41 \
    pin_count 549 \
    fill_cells 23900 \
    netlist_area_sq_um 81100 \
    gp_routability_congestion 0.767 \
    cts-hold-fix-buffers 0 \
    drt-vias-per-instance 4.76 \
    leakage_power_figure_uw 0.0307 \
    p_int_uw 2010 \
    crit_path_max_fanout 138 \
    chip_height_um 522 \
    drt_pre_antenna_iters 5 \
    worstSetupEndpointType "output port" \
    layout_top_cells "sky130_fd_sc_hd__edfxtp_1 (2048), sky130_fd_sc_hd__clkdlybuf4s50_1 (544), sky130_fd_sc_hd__mux4_2 (512)" \
    route.final.wire_length_um 187000 \
    fin_skew_ns 0.0490 \
    critPathSlowestCell "sky130_fd_sc_hd__buf_4" \
    post_route_cells_drive_above_1_share_pct 30.7 \
]
[cell usage after synthesis]
cell type                  number
sky130_fd_sc_hd__edfxtp_1    2048
sky130_fd_sc_hd__mux4_2       512
sky130_fd_sc_hd__mux2_2       434
sky130_fd_sc_hd__nand2_1      196
sky130_fd_sc_hd__nand2b_1     157
sky130_fd_sc_hd__clkbuf_1      80
sky130_fd_sc_hd__nor2_1        42
sky130_fd_sc_hd__a31oi_1       39
sky130_fd_sc_hd__buf_2         35
sky130_fd_sc_hd__buf_1         32
sky130_fd_sc_hd__buf_6         31
sky130_fd_sc_hd__inv_2         27
sky130_fd_sc_hd__buf_4          3
sky130_fd_sc_hd__and3_1         2
sky130_fd_sc_hd__nor3_1         2
sky130_fd_sc_hd__inv_1          1
sky130_fd_sc_hd__nor3b_1        1
[critical path, delay by kind of cell]
kind	cells	cell delay [ns]
buf+inv	5	2.96
mux	1	0.51
simple gates	2	0.18
[area by class of cell]
type                            count  area (sq um)  area share (%)
Tap cell                         3552          4440            4.55
Sequential cell                  2048         61500            63.0
Multi-Input combinational cell   1385         18600            19.1
Clock buffer                      253          5400            5.53
Inverter                           28           108           0.110
Clock inverter                    134          1200            1.23
Timing Repair Buffer              646          6320            6.48
Antenna cell                       14          35.0          0.0359
[logic make-up after synthesis]
logic type / count (synthesis) / share of synthesized area, %
muxes: 946 / 20.2
and+or+nand+nor: 400 / 2.35
DFF: 2048 / 75.8
AOI/OAI and AO/OA: 39 / 0.301
buffers and inverters: 209 / 1.32
[routing by layer]
metal  share of wire, %  global-route usage (%)
met2                 47                    21.8
met1                 35                    17.1
met3                 16                    10.8
met5               0.43                    1.16
met4                2.6                    3.16
[power groups by stage]
stage	clock network [uW]	registers [uW]	logic (uW)
4_1_cts	1030	1340	223
5_1_grt	1070	1350	237
6_report	1000	1340	217
[per-stage QoR]
step	setup WS (ns)	instance area (sq um)	total power, uW	cells
final	40.77	97600	2560	8060
after global routing	40.38	97600	2660	8054
after CTS	40.62	97600	2600	8046
after detailed placement	40.62	91000	1590	7659
after global placement	40.60	91000	1580	7659
after floorplan	39.18	81100	1500	3642
[how the worst max path moves through the flow]
stage | start | endpoint | slack, ns | cells after the start
final | index[2] | dataout[183] | 40.77 | 8
after global routing | index[0] | dataout[189] | 40.38 | 7
after CTS | index[0] | dataout[197] | 40.62 | 7
Power figures rest on the tool's default switching activity, not on a simulated workload.
