File: flow/constraint.sdc
current_design regfile

set clk_period 7.4
set clk_io_pct 0.2

create_clock -name clk0 -period $clk_period [get_ports {clk}]

set non_clock_inputs [all_inputs -no_clocks]
set_input_delay [expr $clk_period * $clk_io_pct] -clock clk0 $non_clock_inputs
set_output_delay [expr $clk_period * $clk_io_pct] -clock clk0 [all_outputs]
File: flow/design.v
package rv32i_types;
typedef enum bit [6:0] {
    op_lui   = 7'b0110111,  
    op_auipc = 7'b0010111,  
    op_jal   = 7'b1101111,  
    op_jalr  = 7'b1100111,  
    op_br    = 7'b1100011,  
    op_load  = 7'b0000011,  
    op_store = 7'b0100011,  
    op_imm   = 7'b0010011,  
    op_reg   = 7'b0110011,  
    op_csr   = 7'b1110011   
} rv32i_opcode;
typedef enum bit [2:0] {
    beq  = 3'b000,
    bne  = 3'b001,
    blt  = 3'b100,
    bge  = 3'b101,
    bltu = 3'b110,
    bgeu = 3'b111
} branch_funct3_t;
typedef enum bit [2:0] {
    lb  = 3'b000,
    lh  = 3'b001,
    lw  = 3'b010,
    lbu = 3'b100,
    lhu = 3'b101
} load_funct3_t;
typedef enum bit [2:0] {
    sb = 3'b000,
    sh = 3'b001,
    sw = 3'b010
} store_funct3_t;
typedef enum bit [2:0] {
    add  = 3'b000,  
    sll  = 3'b001,
    slt  = 3'b010,
    sltu = 3'b011,
    axor = 3'b100,
    sr   = 3'b101,  
    aor  = 3'b110,
    aand = 3'b111
} arith_funct3_t;
typedef enum bit [2:0] {
    alu_add = 3'b000,
    alu_sll = 3'b001,
    alu_sra = 3'b010,
    alu_sub = 3'b011,
    alu_xor = 3'b100,
    alu_srl = 3'b101,
    alu_or  = 3'b110,
    alu_and = 3'b111
} alu_ops;
typedef enum bit [7:0] {
   icache_hit       = 8'h00,
   icache_miss      = 8'h04,
   dcache_hit       = 8'h08,
   dcache_miss      = 8'h0c,
   l2_hit           = 8'h10,
   l2_miss          = 8'h14,
   ewb_writes       = 8'h18,
   branch_total     = 8'h1c,
   branch_incorrect = 8'h20,
   prefetch_hit     = 8'h24,
   prefetch_read    = 8'h28
} counter_addr;
typedef struct packed {
	rv32i_opcode opcode;
	alu_ops aluop;
	logic [2:0] regfilemux_sel;
	logic load_regfile;
	branch_funct3_t cmpop;
	logic [3:0] mem_byte_enable;
	logic write;
	logic read_b;
	logic pcmux_sel;
	logic alumux1_sel;
	logic [2:0] alumux2_sel;
	logic cmpmux_sel;
	logic [1:0] store_type;
	logic [1:0] load_type;
	logic load_unsigned;
} rv32i_control_word;
typedef struct packed {
	logic [31:0] i_imm;
	logic [31:0] s_imm;
	logic [31:0] b_imm;
	logic [31:0] u_imm;
	logic [31:0] j_imm;
	logic [4:0] rd;
	logic [31:0] rs1;
	logic [4:0] rs1_num;
	logic [31:0] rs2;
	logic [4:0] rs2_num;
	logic [31:0] pc;
	rv32i_control_word ctrl;
	logic [31:0] alu;
	logic [31:0] br;
	logic valid;
	logic [2:0] funct3;
} stage_regs;
typedef struct packed {
	logic [31:0] mem_address;
	logic [31:0] mem_byte_enable;
	logic [255:0] mem_wdata;
	logic valid;
	logic mem_write;
	logic mem_read;
} cache_regs;
typedef struct packed {
	logic [4:0] bhr;
	logic taken;
	logic [31:0] btb_address;
} predict_regs;
typedef logic [31:0] rv32i_word;
typedef logic [4:0] rv32i_reg;
typedef logic [3:0] rv32i_mem_wmask;
endpackage : rv32i_types
module regfile
(
    input clk,
    input load,
    input [31:0] in,
    input [4:0] src_a, src_b, dest,
    output logic [31:0] reg_a, reg_b
);
logic [31:0] data [32]  ;
initial
begin
    for (int i = 0; i < $size(data); i++)
    begin
        data[i] = 32'b0;
    end
end
always_ff @(posedge clk)
begin
    if (load && dest)
    begin
        data[dest] = in;
    end
end
always_comb
begin
    reg_a = src_a ? data[src_a] : 0;
    reg_b = src_b ? data[src_b] : 0;
end
endmodule : regfile
File: flow/config.mk
export PLATFORM = sky130hd
export DESIGN_NAME = regfile
export DESIGN_NICKNAME = regfile
export VERILOG_FILES = /design/flow/design.v
export SDC_FILE = /design/flow/constraint.sdc
export NUM_CORES = 4
export LEC_CHECK = 1
export CORE_UTILIZATION = 40
File: flow/run.sh
#!/bin/bash
# OpenROAD 26Q1-2900-gdf79404cd8, Yosys 0.63+post, stock flow scripts
make -C /OpenROAD-flow-scripts/flow DESIGN_CONFIG=/design/flow/config.mk WORK_HOME=/design/flow/orfs finish
==> results.sh <==
# yosys + openroad results
export IMPL_setup_viol=0
export IMPL_syn_inst=2564
export IMPL_synth_area_per_cell_um2=18.68
export IMPL_crit_path_end="reg_a[25]"
export IMPL_grt_max_degree=88
export IMPL_netlist_area_um2=47900
export IMPL_worst_setup_path_start_kind="primary input"
export IMPL_grt_overflow_total=0
export IMPL_outcome="finished, final reports clean"
export IMPL_crit_type="primary input to output pin"
export IMPL_drt_pass1_iter_count=7
export IMPL_gp_congestion=0.8949
export IMPL_fin_setup_tns_ps=0
export IMPL_grt_pass1_vias=31516
export IMPL_htree_levels=3
export IMPL_synth_seq_area_share_pct=64.19
export IMPL_chipArea_um2=121100
export IMPL_clk_pin_slew_ps=60
export IMPL_grt_use_met2_pct=39.76
export IMPL_synth_distinct_cells=39
export IMPL_drtAntennaViolNets=0
export IMPL_drt_iter0_drc=1831
export IMPL_p_sw_share_pct=22.81
export IMPL_crit_required_ps=5920
export IMPL_viasPerCell=6.390
export IMPL_ys_chip_area_um2=47900
export IMPL_finalWirelength_mm=153.0
export IMPL_yosysCellCount=2564
export IMPL_io_pins=113
export IMPL_hold_viol_final=0
export IMPL_max_freq_mhz=161.2
export IMPL_peakVddDrop_uv=193.6
export IMPL_max_slew_margin_rel_pct=31.00
export IMPL_wl_per_cell_um=34.65
export IMPL_fin_ws_ps=1197
export IMPL_worstHoldPathType="primary input to flop"
export IMPL_grt_util_all_layers_pct=27.82
export IMPL_met3_usage_pct=23.52
export IMPL_internal_power_mw=9.988
export IMPL_post_place_ws_ps=1211
export IMPL_total_power_mw=12.94
export IMPL_ys_flops=1024
export IMPL_place_hpwl_mm=86.50
export IMPL_min_period_over_period_pct=83.82
export IMPL_grt_pass1_wl_mm=218.7
export IMPL_io_buffers=112
export IMPL_powerDensity_nw_per_um2=236.2
export IMPL_cp_end_kind="output pin"
export IMPL_initCoreUtil_pct=40.46
export IMPL_die_x_um=348.1
export IMPL_largest_reg_flops=1024
export IMPL_hold_buffers=0
export IMPL_drive_gt1_share_pct=26.58
export IMPL_cp_max_fo=37
export IMPL_lay_top_cells="edfxtp_1, mux2i_1, mux4_2"
export IMPL_drcViolationCount=0
export IMPL_rows=126
export IMPL_area_growth_pct=14.37
export IMPL_rsz0062_at_grt="false"
export IMPL_ys_warn_count=1
export IMPL_postCtsSetupRepairBufs=0
export IMPL_cts_tree="done"
export IMPL_power_frac_seq_pct=50.3
export IMPL_lay_top_count="edfxtp_1"
export IMPL_tool_warnings=26
export IMPL_num_vias=28214
export IMPL_busiest_layer="met2"
export IMPL_clockBufferDepth=3
export IMPL_p_switching_mw=2.951
export IMPL_place_inst=4215
export IMPL_core_area_um2=118400
export IMPL_comb_power_share_pct=9.1
export IMPL_numCtsBuffers=110
export IMPL_antenna_found_initial=4
export IMPL_post_cts_resized=0
export IMPL_cap_violations=0
export IMPL_hold_start="in[5]"
export IMPL_finalNonFillerCells=4415
export IMPL_cts_root_buf="clkbuf_16"
export IMPL_hold_slack_ps=1608
export IMPL_period_needed_ps=6203
export IMPL_arrival_ps=4720
export IMPL_p_leak_nw=17.71
export IMPL_cts_sinks=1024
export IMPL_grt_use_met1_pct=30.49
export IMPL_tightest_slew_ps=1032
export IMPL_crit_start="src_a[0]"
export IMPL_chipHeight_um=348.1
export IMPL_slew_violations=0
export IMPL_pwr_share_clk_pct=40.6
## Yosys cell counts
master / instances / share of area (%)
a211oi_1: 53 / 0.83
a211oi_2: 11 / 0.29
a21oi_1: 32 / 0.33
a221oi_1: 38 / 0.69
a221oi_2: 16 / 0.50
a22oi_1: 64 / 1.0
a311oi_1: 32 / 0.59
and2_0: 1 / 0.013
and2_1: 1 / 0.013
and3_1: 1 / 0.013
buf_2: 50 / 0.52
buf_4: 53 / 0.83
buf_6: 12 / 0.28
clkbuf_1: 98 / 0.77
clkbuf_2: 1 / 0.010
clkbuf_4: 1 / 0.016
conb_1: 1 / 0.0078
edfxtp_1: 1024 / 64
inv_1: 2 / 0.016
mux2_2: 64 / 1.5
mux2i_1: 320 / 6.7
mux4_1: 36 / 2.0
mux4_2: 316 / 15
nand2_1: 85 / 0.67
nand2b_1: 1 / 0.013
nand3_1: 2 / 0.021
nand3b_1: 6 / 0.094
nand4_1: 32 / 0.42
nor2_1: 36 / 0.28
nor2_2: 1 / 0.013
nor2b_1: 37 / 0.48
o2111ai_1: 10 / 0.18
o21ai_0: 50 / 0.52
o21ai_1: 4 / 0.042
o221ai_1: 64 / 1.2
or2_2: 1 / 0.013
or3_1: 2 / 0.026
or3b_2: 5 / 0.091
or4_4: 1 / 0.024
## cells by family after synthesis
group	share of synthesized area [%]
compound gates	6.154
buf+inv	2.445
flops	64.19
mux	25.02
other cells	0.007828
simple gates	2.184
## critical path: stages
cell,delay (ps)
buf_6,460
buf_4,430
or4_4,720
o21ai_1,170
a311oi_1,770
clkdlybuf4s50_1,620
## power groups by stage
stage     Clock [mW]  Combinational, mW  Sequential, mW
4_1_cts         5.31               1.18            6.51
6_report        5.25               1.18            6.51
5_1_grt         5.53               1.25            6.51
## per-layer routing
metal | part of all wire (%) | vias up
li1 | - | 11354
met1 | 30 | 14095
met2 | 46 | 2332
met3 | 19 | 407
met4 | 4.2 | 26
met5 | 0.47 | -
## through the flow
step                cell area, um^2  util, %
floorplan                     48020        -
global placement              51360    43.38
detailed placement            51360    43.38
CTS                           54790    46.27
global route                  54790    46.27
finish                        54790    46.27
## cell type report
| cell class | instances | area (um^2) |
|---|---|---|
| Inverter | 2 | 8.758 |
| Multi-Input combinational cell | 1354 | 16400 |
| Timing Repair Buffer | 235 | 2200 |
| Fill cell | 9551 | 63610 |
| Clock buffer | 134 | 2949 |
| Sequential cell | 1024 | 30750 |
| Antenna cell | 1 | 2.502 |
| Tap cell | 1600 | 2002 |
| Clock inverter | 65 | 478.0 |
## worst min path at each step
stage	end	slack (ps)	depth (start not counted)
4_1_cts	data[13][9]	1580	2
5_1_grt	data[18][22]	1620	2
6_report	data[0][5]	1610	2
Power and IR drop assume default switching activity.
